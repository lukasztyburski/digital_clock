### /design/flow/run.sh
#!/bin/bash
# OpenROAD 26Q1-2900-gdf79404cd8, Yosys 0.63+post, stock flow scripts
make -C /OpenROAD-flow-scripts/flow DESIGN_CONFIG=/design/flow/config.mk WORK_HOME=/design/flow/orfs finish
### /design/flow/config.mk
export PLATFORM = sky130hd
export DESIGN_NAME = adjuster
export DESIGN_NICKNAME = adjuster
export VERILOG_FILES = /design/flow/design.v
export SDC_FILE = /design/flow/constraint.sdc
export NUM_CORES = 4
export LEC_CHECK = 1
export CORE_AREA = 10 10 76 76
export DIE_AREA = 0 0 86 86
### /design/flow/constraint.sdc
current_design adjuster

set clk_period 1.8
set clk_io_pct 0.2

create_clock -name clk0 -period $clk_period [get_ports {clk_i}]

set non_clock_inputs [all_inputs -no_clocks]
set_input_delay [expr $clk_period * $clk_io_pct] -clock clk0 $non_clock_inputs
set_output_delay [expr $clk_period * $clk_io_pct] -clock clk0 [all_outputs]
### /design/flow/design.v
`timescale 1ns / 1ps
module adjuster(
		input clk_i,
		input rst_i,
		input add_minute_i,
		input add_hour_i,
		input [5:0] minute_i,
		input [5:0] hour_i,
		output reg flag_o,
		output reg [5:0] minute_o,
		output reg [5:0] hour_o
    );
	 reg minute_flag;			
	 reg hour_flag;
	 reg add_minute_r;
	 reg add_hour_r;
	initial
	begin
		hour_o = 0;
		minute_o = 0;
		flag_o = 0;
		minute_flag = 0;
		hour_flag = 0;	
	end
	always@(posedge clk_i or posedge rst_i)
	if(rst_i)
		begin
			minute_o = 0;
		end
	else 
		begin
			add_minute_r <= add_minute_i;				 
			minute_flag = 0;
			minute_o = minute_i;							 
			if(add_minute_i == 1 & add_minute_r == 0)	 
				begin
					minute_o = minute_o + 1;				 
					minute_flag = 1;					
				end
			if(minute_o == 60)							
				minute_o = 0;
		end
	always@(posedge clk_i or posedge rst_i)
	if(rst_i)
		begin
			hour_o = 0;
		end
	else
		begin
			add_hour_r <= add_hour_i;			 
			hour_flag = 0;
			hour_o = hour_i;
			if(add_hour_i == 1 & add_hour_r == 0)
				begin 
					hour_o = hour_o + 1;
					hour_flag = 1;
				end
			if(hour_o == 24)
				hour_o = 0;
		end
	always@(*)
	begin
		flag_o = minute_flag | hour_flag;
	end
endmodule
==> flow_metrics.py <==
# Flow results
metrics = {
    "grt": {
        "grt_usage_pct": 5.34,
        "grt.overflow.total": 0,
        "grt_max_degree": 10,
        "antenna_found_initial": 0,
        "grt_first_pass_wirelength_um": 3270,
        "first_global_vias": 675,
    },
    "pwr": {
        "power.share.clock_pct": 34.0,
        "combPwrFrac_pct": 20.9,
        "power.static_leakage_uw": 0.000548,
        "powerDensity_nw_per_um2": 687,
        "p_sw_share_pct": 21.1,
        "design_power_total_uw": 910,
        "p_sw_uw": 192,
        "pwr-share-seq_pct": 45.1,
        "vdd_ir_drop_max_mv": 0.208,
        "p_int_uw": 718,
    },
    "routing": {
        "drt-vias-per-instance": 4.05,
        "drt_iter0_drc": 21,
        "first_pass_iters": 4,
        "route.antenna.diode_count": 0,
        "routedWlPerCell_um": 11.9,
        "detail_route.drc_violations": 0,
        "drtAntennaViolNets": 0,
        "detailroute.via_count": 665,
        "totalWireLength_um": 1950,
    },
    "floorplanning": {
        "dieHeight_um": 86,
        "fp.dieArea_um2": 7400,
        "pin_count": 29,
        "fp-utilization_pct": 19.5,
        "die-width_um": 86,
        "rows": 23,
        "fp.coreArea_um2": 4120,
    },
    "clocking": {
        "cts.hold.buffers_added": 0,
        "clkLatencyLatePin_ps": 240,
        "cts_tree": "done",
        "clk_pin_slew_worst_paths_ps": 60,
        "clkSinkCount": 16,
        "numCtsBuffers": 3,
        "clockRootBuffer": "sky130_fd_sc_hd__clkbuf_8",
        "cts_h_tree_lvls": 1,
        "cts_max_path_buffers": 2,
    },
    "min_path": {
        "min_path_type": "in2reg",
        "min_delay_worst_endpoint": "minute_o[0]",
        "whs_path_depth": 3,
        "min-delay-start": "minute_i[0]",
    },
    "final_layout": {
        "fillCellCount": 410,
        "syn2layout_area_growth_pct": 65.2,
        "share_of_layout_cells_above_drive_strength_1_pct": 23.7,
        "utilization_pct": 32.2,
    },
    "synth": {
        "count_of_instantiated_cells_in_the_yosys_netlist": 68,
        "netlist.top_cell.by_instances": "sky130_fd_sc_hd__dfrtp_1",
        "count_of_flip_flops_with_a_built_in_enable_after_synthesis": 4,
        "yosys_area_um2": 802,
        "yosys_warnings": 1,
        "postSynth.topFlopCell": "sky130_fd_sc_hd__dfrtp_1",
        "yosys.cell_types.count": 29,
        "common_cells": "sky130_fd_sc_hd__dfrtp_1 (12), sky130_fd_sc_hd__xor2_1 (6), sky130_fd_sc_hd__a21oi_1 (5), sky130_fd_sc_hd__nand4_1 (5), sky130_fd_sc_hd__xnor2_1 (5)",
        "post_synth_inst_count": 68,
        "yosys.area.top_type_share_pct": 37.4,
        "post_synth_main_area_contributors": "sky130_fd_sc_hd__dfrtp_1 (37%), sky130_fd_sc_hd__edfxtp_1 (15%), sky130_fd_sc_hd__xor2_1 (6.6%)",
        "synth_flops": 16,
        "ys_seq_share_pct": 52.4,
        "asyncSetResetFlopFracSynth_pct": 75.0,
        "syn_area_um2": 802,
        "avgSynthCellArea_um2": 11.8,
        "largest_area_cell": "sky130_fd_sc_hd__dfrtp_1",
    },
    "run_status": {
        "status": "finished, final reports clean",
    },
    "worst_setup_path": {
        "timing.rr.end": "minute_o[3]",
        "timing.critical_path.to_type": "output port",
        "critical_path_data_required_time_ps": 1440,
        "maximum_fanout_encountered_on_the_critical_timing_path": 1,
        "startpoint_type": "flop",
        "reg2regPathDepth": 4,
        "critical_path_arrival_ps": 1300,
        "setup.worst_path.class": "reg2out",
        "r2r-start": "add_minute_r",
        "setup.reg_to_reg.worst_slack_ps": 230,
    },
    "sta": {
        "max_freq_mhz": 603,
        "timing.final.max_slew_violations": 0,
        "slew_worst_pin_ps": 375,
        "final.hold.worst_slack_ps": 558,
        "finalSetupViolCount": 0,
        "skew_ps": 2.25,
        "grt_setup_unrepaired": "no",
        "max-slew-margin-rel_pct": 74.3,
        "fin_crit_share_pct": 92.1,
        "final_min_period_ps": 1660,
        "hold_viol_final": 0,
    },
    "place": {
        "portBuffers": 28,
        "globalplace.congestion": 0.773,
        "half_perimeter_wire_length_after_detailed_placement_um": 1620,
    },
    "flow_run": {
        "maxCapViolCount": 0,
        "warning_count": 25,
    },
}
==> worst max path at each step <==
stage,startpoint,end,slack [ps],cells after the start
6_report,hour_flag,flag_o,140,2
5_1_grt,add_minute_i,minute_o[2],30,6
4_1_cts,minute_i[0],minute_o[3],60,5
==> per-stage QoR <==
step | instance area, µm² | setup WS (ps) | TNS (ps) | instances
finish | 1330 | 142 | 0 | 164
global placement | 1250 | -181 | -768 | 160
detailed placement | 1250 | -204 | -883 | 160
global route | 1330 | 26.0 | 0 | 164
floorplan | 802 | 318 | 0 | 68
CTS | 1310 | 56.2 | 0 | 164
==> placed cells by master (no fill, tap or decap), drive strengths merged, types with 2 or more instances in the layout <==
cell type,n
clkdlybuf4s50,26
buf,16
dfrtp,12
xor2,6
nand4,5
xnor2,5
a21oi,5
edfxtp,4
clkbuf,4
nor2b,3
nand2,2
nor2,2
inv,2
mux2,2
ha,2
dlymetal6s2s,2
nand4b,2
==> state kept, by name (all words and copies together), names as in the netlist <==
register	flops
add_hour_r	1
add_minute_r	1
hour_flag	1
hour_o	6
minute_flag	1
minute_o	6
==> cell type report <==
class	instances	area, µm²	share of cell area (%)
Inverter	2	7.51	0.567
Tap cell	50	62.6	4.72
Sequential cell	16	420	31.7
Multi-Input combinational cell	48	374	28.2
Timing Repair Buffer	44	405	30.6
Clock buffer	4	55.1	4.15
==> logic make-up after synthesis <==
group | Yosys count | share of synthesized area, %
AND/OR/NAND/NOR | 21 | 17.3
flip-flops | 16 | 52.4
AND-OR/OR-AND | 11 | 8.89
XOR/XNOR | 11 | 12.0
buffers and inverters | 4 | 2.18
multiplexers | 3 | 4.06
adder cells (fa/ha/maj) | 2 | 3.12
==> power groups by stage <==
stage	clock network, µW	registers (µW)	logic [µW]
4_1_cts	322	411	192
5_1_grt	343	413	212
6_report	309	411	190
==> timing repair <==
action	CTS	global route
buffers inserted	0	0
gates resized	0	4
hold endpoints to repair	0	0
setup endpoints to repair	0	4
==> layer usage <==
layer	vias to the layer above	global-route usage, %	routed length [µm]
li1	338	-	-
met2	16	8.32	901
met4	0	0.749	17
met5	-	0	0
met3	4	2.76	188
met1	307	6.58	839
==> critical path: stages, from the launching register on <==
cell and delay [ps]:
sky130_fd_sc_hd__edfxtp_1 350, sky130_fd_sc_hd__or2_2 290, sky130_fd_sc_hd__clkdlybuf4s50_1 410
Power figures rest on the tool's default switching activity, not on a simulated workload.
