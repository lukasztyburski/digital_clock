[design.v]
`timescale 1ns / 1ps
module divider(
		input clk_i,
		input rst_i,
		output reg clk_o
    );
	parameter N =  868;  
	reg [26:0] licznik = 0;
	always @(posedge clk_i or posedge rst_i)	
		if (rst_i)
		begin
		 licznik = 0;
		 clk_o = 0;
		end
		else	
		begin			
			if((N % 2) == 0)
			begin
				licznik = licznik + 1;
				if(licznik == N/2)
				begin
					clk_o = ~clk_o;
					licznik = 0;
				end	
			end
			else
			begin 
				licznik = licznik + 1;
				if(licznik == N/2)
					clk_o = ~clk_o;
				if(licznik == N)
				begin
					clk_o = ~clk_o;
					licznik = 0;
				end
			end
		end
endmodule
[run.sh]
#!/bin/bash
# OpenROAD 26Q1-2900-gdf79404cd8, Yosys 0.63+post, stock flow scripts
make -C /OpenROAD-flow-scripts/flow DESIGN_CONFIG=/design/flow/config.mk WORK_HOME=/design/flow/orfs finish
[config.mk]
export PLATFORM = sky130hd
export DESIGN_NAME = divider
export DESIGN_NICKNAME = divider
export VERILOG_FILES = /design/flow/design.v
export SDC_FILE = /design/flow/constraint.sdc
export NUM_CORES = 4
export LEC_CHECK = 1
export CORE_AREA = 10 10 99 99
export DIE_AREA = 0 0 109 109
[constraint.sdc]
current_design divider

set clk_period 6.0
set clk_io_pct 0.2

create_clock -name clk0 -period $clk_period [get_ports {clk_i}]

set non_clock_inputs [all_inputs -no_clocks]
set_input_delay [expr $clk_period * $clk_io_pct] -clock clk0 $non_clock_inputs
set_output_delay [expr $clk_period * $clk_io_pct] -clock clk0 [all_outputs]
==> impl_metrics.ini <==
; flow metrics
[outcome]
status = completed

[logic_synthesis]
ys_warn_count = 1
syn_inst = 162
yosysMostFrequentCell = dfrtp_1
ys_cells = 162
yosysUniqueCellTypes = 38
yosys_area_mm2 = 0.00158
syn_area_mm2 = 0.00158
top_cell_area_share_pct = 44.2
common_cells = dfrtp_1 (28), nor2_1 (19), xnor2_1 (16)
ys_seq_share_pct = 44.2
edf_count = 0
synthArstFlopShare_pct = 100
ys_ff = 28
synth_top_cell_by_area = dfrtp_1
syn_area_per_cell_um2 = 9.78
area_leaders = dfrtp_1 (44%), xnor2_1 (8.8%), xor2_1 (8.3%)
flop_cell = dfrtp_1

[run]
drv_cap = 0
warnings = 26

[final_timing]
period_used_pct = 48.3
tightest_slew_ns = 0.483
slew_headroom_pct = 67.6
setup_viol = 0
fin_crit_ns = 2.90
rsz0062_at_grt = no
max_freq_mhz = 345
layout_setup_ws_ns = 3.10
finalMaxSlewViolations = 0
hold_viol = 0
setup_tns_ns = 0
fin_skew_ns = 0.00471

[worst_setup_path]
required_ns = 6.21
endpoint_kind = register
crit_type = reg -> reg
cp_num_buf_inv = 0
slowest_delay_ns = 0.69
slowest_stage = or4_2
crit_top_cell = xor2_1
regToRegEndpoint = clk_o
r2r_cells = 7
r2r_setup_slack_ns = 3.10
crit_fanout = 7
path_cells = nand4_2, or4_2, nor4_1, and3_1, xor2_1, nor4_4, xor2_1
critPathTopFamily = simple AND/OR/NAND/NOR gates
crit_path_start_kind = register
arrival_ns = 3.11
r2r_start = licznik[7]

[routing]
vias = 1106
drcViolationCount = 0
drt-total-wl_mm = 2.86
wl_per_cell_um = 10.9
drt_pass1_iterations = 4
diodes = 0
routed_via_density = 4.21
final_antenna_net_count = 0
first_iter_violations = 72

[pwr]
pwr-share-comb_pct = 1.4
clkPwrFrac_pct = 43.8
p_total_w = 0.000344
p_switching_w = 0.0000645
p_per_area_mw_per_mm2 = 196
vdd_drop_max_mv = 0.110
p_int_w = 0.000279
p_leak_nw = 0.737
seq_power_share_pct = 54.9
switching_share_pct = 18.8

[hold_path]
worstHoldStart = clk_o
min_to = clk_o
hold_path_class = reg -> reg
holdPathStages = 1

[placed_design]
gp_congestion = 0.840
dp_cells = 259
pre_cts_slack_ns = 3.11
portBuffers = 2
place_hpwl_mm = 2.06

[final_layout]
final_util_pct = 22.7
area_delta_synth_final_pct = 10.7
fin_cells = 263
drive_above_1_share_pct = 8.07

[grt]
antenna_found_initial = 0
grt_use_total_pct = 5.23
grt_max_degree = 29
grt_overflow = 0
grt_pass1_wl_mm = 5.25
grt_pass1_vias = 1098

[floorplanning]
die_h_um = 109
fp_util_pct = 20.5
core_mm2 = 0.00773
io_pins = 3
die_w_um = 109
num_rows = 32
dieArea_mm2 = 0.0119

[clock_tree]
ctsHoldBuffers = 0
clock-sinks = 28
root_buffer = clkbuf_8
clockBufferDepth = 2
h-tree-depth = 1
clk_pin_slew_ns = 0.10
clk_latency_ns = 0.28
cts_resized = 0
cts_setup_buffers = 0
cts_buffers = 3
cts_tree = built
==> cell type report <==
| class | count | area, um2 |
|---|---|---|
| clock buffers | 3 | 41.3 |
| clock inverters | 1 | 30.0 |
| fillers | 830 | 5970 |
| inverters | 6 | 22.5 |
| multi-input cells | 120 | 805 |
| flip-flops and latches | 28 | 701 |
| well taps | 102 | 128 |
| repair buffers | 3 | 27.5 |
==> cells by family after synthesis <==
family	share of synthesized area (%)
AND/OR/NAND/NOR	26.1
multiplexers	1.26
flip-flops	44.2
AND-OR/OR-AND	4.74
buffers and inverters	4.98
XOR/XNOR	17.1
adder cells (fa/ha/maj)	1.58
==> cells in the final DEF (no fill, tap or decap), types with 3 or more instances in the layout <==
cell and instances:
nor3_1 8, nor4_1 3, xnor2_1 16, nand2_1 15, or2_2 3, nor2_1 19
dfrtp_1 28, clkbuf_8 3, nand3_1 7, inv_1 6, xor2_1 15, nand4_1 5
==> registers in the layout, indices dropped and copies added (netlist names) <==
signal and flops:
clk_o 1, licznik 27
==> worst register-to-register path: cells and delay by family (launching register included) <==
| family | cells | cell delay (ns) |
|---|---|---|
| and+or+nand+nor | 5 | 2.03 |
| xor gates and xnor gates | 2 | 0.30 |
| DFF | 1 | 0.50 |
==> power groups by stage <==
stage     Clock, W  Sequential, W  Combinational, W
4_1_cts   0.000155       0.000189        0.00000515
5_1_grt   0.000161       0.000189        0.00000562
6_report  0.000150       0.000189        0.00000464
==> metrics by stage <==
stage,hold WS (ns),area (um2)
finish,0.472,1750
global route,0.507,1750
CTS,0.484,1750
detailed placement,0.468,1680
global placement,0.464,1680
floorplan,0.420,1580
==> worst max path at each step <==
stage                 endpoint  startpoint  cells past startpoint  slack (ns)
final                    clk_o  licznik[7]                      7        3.10
after CTS                clk_o  licznik[7]                      7        3.07
after global routing     clk_o  licznik[7]                      7        2.84
==> per-layer routing <==
layer  routed length (um)  up-vias  global-route usage [%]
met2                 1200       20                    7.67
met4                   68        0                    1.04
met3                  106        7                   0.896
met5                    0        -                       0
met1                 1480      524                    7.92
li1                     -      555                       -
Power figures rest on the tool's default switching activity, not on a simulated workload.
